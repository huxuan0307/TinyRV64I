## design/flow/design.v

```verilog
`timescale 1ns / 1ps
module exe_stage(
  input wire rst,
  input wire [4 : 0]inst_type_i,
  input wire [7 : 0]inst_opcode,
  input wire [63 : 0]op1,
  input wire [63 : 0]op2,
  output wire [4 : 0]inst_type_o,
  output reg  [63 : 0]rd_data
);
assign inst_type_o = inst_type_i;
always@( * )
begin
  if( rst == 1'b1 )
  begin
    rd_data = 64'h00000000_00000000;
  end
  else
  begin
    case( inst_opcode )
	  8'h11: begin rd_data = op1 + op2;  end
	  default:   begin rd_data = 64'h00000000_00000000; end
	endcase
  end
end
endmodule
`timescale 1ns / 1ps
module id_stage(
  input wire rst,
  input wire [31 : 0]inst,
  input wire [63 : 0]rs1_data,
  input wire [63 : 0]rs2_data,
  output wire rs1_r_ena,
  output wire [4 : 0]rs1_r_addr,
  output wire rs2_r_ena,
  output wire [4 : 0]rs2_r_addr,
  output wire rd_w_ena,
  output wire [4 : 0]rd_w_addr,
  output wire [4 : 0]inst_type,
  output wire [7 : 0]inst_opcode,
  output wire [63 : 0]op1,
  output wire [63 : 0]op2
);
wire [6  : 0]opcode;
wire [4  : 0]rd;
wire [2  : 0]func3;
wire [4  : 0]rs1;
wire [11 : 0]imm;
assign opcode = inst[6  :  0];
assign rd     = inst[11 :  7];
assign func3  = inst[14 : 12];
assign rs1    = inst[19 : 15];
assign imm    = inst[31 : 20];
wire inst_addi =   ~opcode[2] & ~opcode[3] & opcode[4] & ~opcode[5] & ~opcode[6]
                 & ~func3[0] & ~func3[1] & ~func3[2];
assign inst_type[4] = ( rst == 1'b1 ) ? 0 : inst_addi;
assign inst_opcode[0] = (  rst == 1'b1 ) ? 0 : inst_addi;
assign inst_opcode[1] = (  rst == 1'b1 ) ? 0 : 0;
assign inst_opcode[2] = (  rst == 1'b1 ) ? 0 : 0;
assign inst_opcode[3] = (  rst == 1'b1 ) ? 0 : 0;
assign inst_opcode[4] = (  rst == 1'b1 ) ? 0 : inst_addi;
assign inst_opcode[5] = (  rst == 1'b1 ) ? 0 : 0;
assign inst_opcode[6] = (  rst == 1'b1 ) ? 0 : 0;
assign inst_opcode[7] = (  rst == 1'b1 ) ? 0 : 0;
assign rs1_r_ena  = ( rst == 1'b1 ) ? 0 : inst_type[4];
assign rs1_r_addr = ( rst == 1'b1 ) ? 0 : ( inst_type[4] == 1'b1 ? rs1 : 0 );
assign rs2_r_ena  = 0;
assign rs2_r_addr = 0;
assign rd_w_ena   = ( rst == 1'b1 ) ? 0 : inst_type[4];
assign rd_w_addr  = ( rst == 1'b1 ) ? 0 : ( inst_type[4] == 1'b1 ? rd  : 0 );
assign op1 = ( rst == 1'b1 ) ? 0 : ( inst_type[4] == 1'b1 ? rs1_data : 0 );
assign op2 = ( rst == 1'b1 ) ? 0 : ( inst_type[4] == 1'b1 ? { {52{imm[11]}}, imm } : 0 );
endmodule
`timescale 1ns / 1ps
module if_stage(
  input wire clk,
  input wire rst,
  output wire [63 : 0]inst_addr,
  output wire         inst_ena
);
reg [63 : 0]pc;
always@( posedge clk )
begin
  if( rst == 1'b1 )
  begin
    pc <= 64'h00000000_00000000 ;
  end
  else
  begin
    pc <= pc + 4;
  end
end
assign inst_addr = pc;
assign inst_ena  = ( rst == 1'b1 ) ? 0 : 1;
endmodule
`timescale 1ns / 1ps
module regfile(
    input  wire clk,
	input  wire rst,
	input  wire  [4  : 0] w_addr,
	input  wire  [63 : 0] w_data,
	input  wire 		  w_ena,
	input  wire  [4  : 0] r_addr1,
	output reg   [63 : 0] r_data1,
	input  wire 		  r_ena1,
	input  wire  [4  : 0] r_addr2,
	output reg   [63 : 0] r_data2,
	input  wire 		  r_ena2
    );
	reg [63 : 0] 	regs[0 : 31];
	always @(posedge clk) 
	begin
		if ( rst == 1'b1 ) 
		begin
			regs[ 0] <= 64'h00000000_00000000;
			regs[ 1] <= 64'h00000000_00000000;
			regs[ 2] <= 64'h00000000_00000000;
			regs[ 3] <= 64'h00000000_00000000;
			regs[ 4] <= 64'h00000000_00000000;
			regs[ 5] <= 64'h00000000_00000000;
			regs[ 6] <= 64'h00000000_00000000;
			regs[ 7] <= 64'h00000000_00000000;
			regs[ 8] <= 64'h00000000_00000000;
			regs[ 9] <= 64'h00000000_00000000;
			regs[10] <= 64'h00000000_00000000;
			regs[11] <= 64'h00000000_00000000;
			regs[12] <= 64'h00000000_00000000;
			regs[13] <= 64'h00000000_00000000;
			regs[14] <= 64'h00000000_00000000;
			regs[15] <= 64'h00000000_00000000;
			regs[16] <= 64'h00000000_00000000;
			regs[17] <= 64'h00000000_00000000;
			regs[18] <= 64'h00000000_00000000;
			regs[19] <= 64'h00000000_00000000;
			regs[20] <= 64'h00000000_00000000;
			regs[21] <= 64'h00000000_00000000;
			regs[22] <= 64'h00000000_00000000;
			regs[23] <= 64'h00000000_00000000;
			regs[24] <= 64'h00000000_00000000;
			regs[25] <= 64'h00000000_00000000;
			regs[26] <= 64'h00000000_00000000;
			regs[27] <= 64'h00000000_00000000;
			regs[28] <= 64'h00000000_00000000;
			regs[29] <= 64'h00000000_00000000;
			regs[30] <= 64'h00000000_00000000;
			regs[31] <= 64'h00000000_00000000;
		end
		else 
		begin
			if ((w_ena == 1'b1) && (w_addr != 5'h00))	
				regs[w_addr] <= w_data;
		end
	end
	always @(*) begin
		if (rst == 1'b1)
			r_data1 = 64'h00000000_00000000;
		else if (r_ena1 == 1'b1)
			r_data1 = regs[r_addr1];
		else
			r_data1 = 64'h00000000_00000000;
	end
	always @(*) begin
		if (rst == 1'b1)
			r_data2 = 64'h00000000_00000000;
		else if (r_ena2 == 1'b1)
			r_data2 = regs[r_addr2];
		else
			r_data2 = 64'h00000000_00000000;
	end
endmodule
`timescale 1ns / 1ps
`timescale 1ns / 1ps
module rvcpu(
  input wire            clk,
  input wire            rst,
  input wire  [31 : 0]  inst,
  output wire [63 : 0]  inst_addr, 
  output wire           inst_ena
);
wire rs1_r_ena;
wire [4 : 0]rs1_r_addr;
wire rs2_r_ena;
wire [4 : 0]rs2_r_addr;
wire rd_w_ena;
wire [4 : 0]rd_w_addr;
wire [4 : 0]inst_type;
wire [7 : 0]inst_opcode;
wire [63 : 0]op1;
wire [63 : 0]op2;
wire [63 : 0] r_data1;
wire [63 : 0] r_data2;
wire [4 : 0]inst_type_o;
wire [63 : 0]rd_data;
if_stage If_stage(
  .clk(clk),
  .rst(rst),
  .inst_addr(inst_addr),
  .inst_ena(inst_ena)
);
id_stage Id_stage(
  .rst(rst),
  .inst(inst),
  .rs1_data(r_data1),
  .rs2_data(r_data2),
  .rs1_r_ena(rs1_r_ena),
  .rs1_r_addr(rs1_r_addr),
  .rs2_r_ena(rs2_r_ena),
  .rs2_r_addr(rs2_r_addr),
  .rd_w_ena(rd_w_ena),
  .rd_w_addr(rd_w_addr),
  .inst_type(inst_type),
  .inst_opcode(inst_opcode),
  .op1(op1),
  .op2(op2)
);
exe_stage Exe_stage(
  .rst(rst),
  .inst_type_i(inst_type),
  .inst_opcode(inst_opcode),
  .op1(op1),
  .op2(op2),
  .inst_type_o(inst_type_o),
  .rd_data(rd_data)
);
regfile Regfile(
  .clk(clk),
  .rst(rst),
  .w_addr(rd_w_addr),
  .w_data(rd_data),
  .w_ena(rd_w_ena),
  .r_addr1(rs1_r_addr),
  .r_data1(r_data1),
  .r_ena1(rs1_r_ena),
  .r_addr2(rs2_r_addr),
  .r_data2(r_data2),
  .r_ena2(rs2_r_ena)
);
endmodule
```

## design/flow/run.sh

```bash
#!/bin/bash
# OpenROAD 26Q1-2900-gdf79404cd8, Yosys 0.63+post, stock flow scripts
make -C /OpenROAD-flow-scripts/flow DESIGN_CONFIG=/design/flow/config.mk WORK_HOME=/design/flow/orfs finish
```

## design/flow/config.mk

```make
export PLATFORM = sky130hd
export DESIGN_NAME = rvcpu
export DESIGN_NICKNAME = rvcpu
export VERILOG_FILES = /design/flow/design.v
export SDC_FILE = /design/flow/constraint.sdc
export NUM_CORES = 4
export LEC_CHECK = 1
export CORE_UTILIZATION = 30
```

## design/flow/constraint.sdc

```tcl
current_design rvcpu

set clk_period 11.4
set clk_io_pct 0.2

create_clock -name clk0 -period $clk_period [get_ports {clk}]

set non_clock_inputs [all_inputs -no_clocks]
set_input_delay [expr $clk_period * $clk_io_pct] -clock clk0 $non_clock_inputs
set_output_delay [expr $clk_period * $clk_io_pct] -clock clk0 [all_outputs]
```

==> results.cfg <==
; flow metrics
[clocking]
cts_resized = 0
clock_sinks = 62
clockBufferDepth = 2
cts_tree = done
clkTransAtPathRegs_ps = 70
htreeDepth = 3
clk_latency_ps = 340
cts_root_buf = clkbuf_8
cts_buffers = 9
postCtsHoldBufs = 0
cts_post_setup_buffers_inserted = 0

[global_route]
first_global_vias = 2307
grt_max_degree = 62
overflow = 0
grt_usage_pct = 13.6
grt_first_pass_wirelength_um = 11000
antenna_found_initial = 0

[synth]
syn_area_um2 = 2950
yosys_area_um2 = 2950
yosys_warnings = 3
synth.largest_area_cell = dfxtp_1
async_flop_share_pct = 0
ys.flop_type = dfxtp_1
yosysUniqueCellTypes = 33
ys_cells = 347
ys_seq_share_pct = 42.1
topCellsByArea = dfxtp_1, xor2_1, a21oi_1
top_area_share_pct = 42.1
numSynthFlops = 62
syn_inst = 347
syn_avg_cell_area_um2 = 8.51
edf_count = 0

[layout]
area.sequential_um2 = 1240
reg_top3 = If_stage.pc: 62 flops
largest_register_ffs = 62
syn_to_final_growth_pct = 30.4
fill_cells = 931
largest-register = If_stage.pc
comb_area_um2 = 1610
drive_gt1_share_pct = 6.54

[critical_path]
slowest_delay_ps = 510
cp-end-kind = output pin
slowest_stage = buf_4
critPathTopFamily = buffers and inverters
path_max_fanout = 61
crit_chain = buf_2, buf_4, inv_1, clkdlybuf4s50_1
start_kind = primary input
critPathKind = primary input to output pin
crit_buf_inv = 4
cp.required_ps = 9120
crit_arrival_ps = 3490

[run]
warnings = 57
drv_cap = 0

[place]
io_buffers = 64
dp_hpwl_um = 4750
place.gp.congestion = 0.808

[route]
antenna_cells = 0
routedWlPerCell_um = 12.7
drc = 0
drt-pass1-iter-count = 4
vias = 2631
vias_per_cell = 4.85
drt_wl_total_um = 6890
drt.antenna.violating_nets = 0
drt_iter0_drc = 98

[power]
power_mw = 0.388
power_leakage_nw = 1.24
powerDensity_nw_per_um2 = 101
ir_worst_vdd_v = 0.0000397

[final_timing]
fin_crit_ps = 5770
finalCritPeriodShare_pct = 50.6
rsz0062_at_grt = no
finalSetupViolCount = 0
fin_skew_ps = 8.33
fmax_mhz = 173
drv_slew = 0
worst_pin_slew_ps = 644
max_slew_margin_pct = 57.0
hold_violations = 0
setup_tns_ps = 0

[die]
fp.coreArea_um2 = 9370
rows = 35
fp.dieW_um = 101
dieArea_um2 = 10200
die_y_um = 101
ios = 99
fp_util_pct = 31.5

[worst_hold_path]
hold_class = register to register

[status]
status = completed
-- logic make-up (layout without fill, tap and decap cells) --
group | count (synthesis) | after routing | share of synthesized area, %
compound gates | 60 | 60 | 11.0
xor+xnor | 30 | 30 | 8.90
flops | 62 | 62 | 42.1
buf+inv | 24 | 89 | 3.65
other cells | 1 | 2 | 0.127
fa+ha+maj | 1 | 1 | 0.424
simple gates | 169 | 169 | 33.8
-- through the flow --
step                      hold slack (ps)  std cells  area (um2)  setup WS (ps)  util [%]
after CTS                             495        542        3850           5610      41.1
after global routing                  506        542        3850           5510      41.1
after detailed placement              477        528        3690           5610      39.4
after global placement                473        528        3690           5600      39.4
final                                 494        542        3850           5630      41.1
after floorplan                       439        348        2960           6610         -
-- final timing paths --
path	slack (ps)	depth (start not counted)	end	start
max	5630	4	inst_ena	rst
min reg2reg	490	2	If_stage.pc[42]$_SDFF_PP0_	If_stage.pc[42]$_SDFF_PP0_
max reg2reg	8970	5	If_stage.pc[63]$_SDFF_PP0_	If_stage.pc[4]$_SDFF_PP0_
min	490	2	If_stage.pc[42]$_SDFF_PP0_	If_stage.pc[42]$_SDFF_PP0_
-- layout make-up --
class / count / area share [%]
tap: 129 / 4.19
clock buffer: 12 / 3.77
multi-input combinational: 262 / 41.7
timing repair buffer: 66 / 16.9
inverter: 9 / 0.878
clock inverter: 2 / 0.260
sequential: 62 / 32.2
-- power breakdown --
part | internal [mW] | switching, mW | leakage, nW
Combinational | 0.00292 | 0.00440 | 0.660
Sequential | 0.218 | 0.00144 | 0.500
Clock | 0.0817 | 0.0798 | 0.0821
Total | 0.302 | 0.0856 | 1.24
-- per-layer routing --
metal	track usage (%)	vias up	wire [um]
li1	-	1364	-
met1	21.2	1199	3570
met2	19.8	59	2840
met3	3.29	9	367
met5	0	-	0
met4	2.23	0	104
-- synthesized netlist by cell type, types with 10 or more instances --
cell	number
clkbuf_1	10
nand4_1	17
nand2_1	28
nand3_1	22
a21oi_1	30
xor2_1	21
nor2_1	38
o31ai_1	10
or4_1	10
or3_1	20
dfxtp_1	62
o21ai_0	20
-- worst register-to-register path, delay by kind of cell (launching register included) --
| family | cells | cell delay, ps |
|---|---|---|
| and+or+nand+nor | 4 | 1740 |
| DFF | 1 | 480 |
| AOI/OAI and AO/OA | 1 | 150 |
-- cells in the final DEF (no fill, tap or decap), drive strengths merged, types with 2 or more instances in the layout --
| cell type | instances |
|---|---|
| nand2 | 28 |
| o21ai | 20 |
| and4 | 3 |
| a21oi | 30 |
| clkinv | 2 |
| xor2 | 21 |
| xnor2 | 9 |
| or3 | 20 |
| and2 | 5 |
| dfxtp | 62 |
| buf | 3 |
| conb | 2 |
| inv | 9 |
| nand4 | 21 |
| nor4 | 7 |
| or4 | 10 |
| and3 | 5 |
| clkdlybuf4s50 | 63 |
| nor2 | 38 |
| o31ai | 10 |
| nor3 | 4 |
| clkbuf | 12 |
| nand3 | 25 |
Power and IR drop assume default switching activity.
